==> design.v <==
module alu(
    output reg[16 - 1:0] 	data_out,
	 output reg 						  		valid_out,
	 output reg							  		cmd_out,
	 input [16 - 1:0] 			data_in,
	 input 							  			valid_in,
	 input 							  			cmd_in,
	 output reg 									 	amm_read,
	 output reg[8 - 1:0] 		amm_address,
	 input [8 - 1:0] 			amm_readdata,
	 input 									 			amm_waitrequest,
	 input[1:0] 							 			amm_response,
	 input clk,
	 input rst_n
    );
	reg[16 - 1:0]date[63:0],head;
	reg[5:0] numar_val;
	reg[5:0] i=0;
	reg[3:0] operatie;
	reg[3:0] allow=1;
	reg[5:0] state;
	reg[5:0] next_state='h1;
	reg[16 - 1:0] head_out,payload;
	reg[16 - 1:0] rez;
	reg[16 - 1:0] rez2;
	always@(posedge clk) begin
		state<=next_state;	
	end
	always @(*) begin
			if(allow) begin
				allow=0;
				case(state)
					'h1: begin 
						valid_out=0;
						cmd_out=0;
						i=0;
						next_state='h2;
					end
					'h2: begin
						if(valid_in && cmd_in) begin
							numar_val=data_in[5:0];
							operatie=data_in[11:8];
							if(numar_val==0) begin
								next_state='h7;
							end
							else begin
								next_state='h3;
							end
						end
					end
					'h3: begin
						if(valid_in) begin
							if(i<=numar_val-1) begin
								date[i]=data_in;
								i=i+1;
							end
							if(i==numar_val) begin
								next_state='h4;
								i=0;
							end
						end
					end
					'h7: begin
						head_out={1,operatie};
						payload='hbad;
						next_state='h5;
					end
					'h4: begin  
						if(date[i][8]=='b1) begin
							if(amm_waitrequest) begin
									amm_address=date[i][7:0];
									amm_read=1;
							end
							else begin
								if(amm_response) begin
									next_state='h7;
									amm_read=0;
								end
								else begin
									date[i]=amm_readdata;
									i=i+1;
									amm_read=0;
								end
							end
						end
						else begin
							i=i+1;
						end
						if(i==numar_val) begin
							next_state='h8;
							i=0;
							rez=0;
						end
					end
					'h8: begin  
						case(operatie)
							0: begin
								rez=rez+date[i];
							end
							1: begin
								if(i==0)
								rez=date[i];
								else
								rez=rez&date[i];
							end
							2: begin
								rez=date[i]|rez;
							end
							3: begin
								rez=date[i]^rez;
							end
							4: begin
								if(i==0) begin
									rez=~date[i]-'hff00;
								end
								else begin
									next_state='h7;
								end
							end
							5: begin
								if(i==0) begin
									rez=date[i]+1;
								end
								else begin
									next_state='h7;
								end
							end
							6: begin
								if(i==0) begin
									rez=date[i]-1;
								end
								else begin
									next_state='h7;
								end
							end
							7: begin
								if(i==0) begin
									rez=(date[i]^(~0))+1-'hff00;
								end
								else begin
									next_state='h7;
								end
							end
							8: begin
								if(numar_val==2) begin
									rez=(date[0]>>date[1]);
								end
								else begin
									next_state='h7;
								end
							end
							9: begin
								if(numar_val==2) begin
									rez=(date[0]<<date[1]);
									rez={'h00,rez[7:0]};
								end
								else begin
									next_state='h7;
								end
							end
						endcase
						i=i+1;
						if(next_state!='h7)
						if(i>=numar_val) begin
									head_out=operatie;
									payload=rez;
									next_state='h5;
						end
					end
					'h5: begin
						data_out=head_out;
						valid_out=1;
						cmd_out=1;
						next_state='h6;
					end
					'h6: begin
						data_out=payload;
						cmd_out=0;
						next_state='h1;	
					end
				endcase
			end
			if(!clk) begin
				allow=1;
			end
	end
endmodule
`timescale 1ns / 1ps
module alu_regfile(
	 input 									 amm_read,
	 input [8 - 1:0] amm_address,
	 output[8 - 1:0] amm_readdata,
	 output 									 amm_waitrequest,
	 output[1:0] 							 amm_response,
	 input clk,
	 input rst_n
    );
	reg[7:0] regblock0[15:0];
	reg[7:0] regblock1[79:0];
	reg[7:0] regblock2[95:0];
	initial begin 
regblock0[0] = 103 ;
regblock0[1] = 198 ;
regblock0[2] = 105 ;
regblock0[3] = 115 ;
regblock0[4] = 81 ;
regblock0[5] = 255 ;
regblock0[6] = 74 ;
regblock0[7] = 236 ;
regblock0[8] = 41 ;
regblock0[9] = 205 ;
regblock0[10] = 186 ;
regblock0[11] = 171 ;
regblock0[12] = 242 ;
regblock0[13] = 251 ;
regblock0[14] = 227 ;
regblock0[15] = 70 ;
regblock1[0] = 124 ;
regblock1[1] = 194 ;
regblock1[2] = 84 ;
regblock1[3] = 248 ;
regblock1[4] = 27 ;
regblock1[5] = 232 ;
regblock1[6] = 231 ;
regblock1[7] = 141 ;
regblock1[8] = 118 ;
regblock1[9] = 90 ;
regblock1[10] = 46 ;
regblock1[11] = 99 ;
regblock1[12] = 51 ;
regblock1[13] = 159 ;
regblock1[14] = 201 ;
regblock1[15] = 154 ;
regblock1[16] = 102 ;
regblock1[17] = 50 ;
regblock1[18] = 13 ;
regblock1[19] = 183 ;
regblock1[20] = 49 ;
regblock1[21] = 88 ;
regblock1[22] = 163 ;
regblock1[23] = 90 ;
regblock1[24] = 37 ;
regblock1[25] = 93 ;
regblock1[26] = 5 ;
regblock1[27] = 23 ;
regblock1[28] = 88 ;
regblock1[29] = 233 ;
regblock1[30] = 94 ;
regblock1[31] = 212 ;
regblock1[32] = 171 ;
regblock1[33] = 178 ;
regblock1[34] = 205 ;
regblock1[35] = 198 ;
regblock1[36] = 155 ;
regblock1[37] = 180 ;
regblock1[38] = 84 ;
regblock1[39] = 17 ;
regblock1[40] = 14 ;
regblock1[41] = 130 ;
regblock1[42] = 116 ;
regblock1[43] = 65 ;
regblock1[44] = 33 ;
regblock1[45] = 61 ;
regblock1[46] = 220 ;
regblock1[47] = 135 ;
regblock1[48] = 112 ;
regblock1[49] = 233 ;
regblock1[50] = 62 ;
regblock1[51] = 161 ;
regblock1[52] = 65 ;
regblock1[53] = 225 ;
regblock1[54] = 252 ;
regblock1[55] = 103 ;
regblock1[56] = 62 ;
regblock1[57] = 1 ;
regblock1[58] = 126 ;
regblock1[59] = 151 ;
regblock1[60] = 234 ;
regblock1[61] = 220 ;
regblock1[62] = 107 ;
regblock1[63] = 150 ;
regblock1[64] = 143 ;
regblock1[65] = 56 ;
regblock1[66] = 92 ;
regblock1[67] = 42 ;
regblock1[68] = 236 ;
regblock1[69] = 176 ;
regblock1[70] = 59 ;
regblock1[71] = 251 ;
regblock1[72] = 50 ;
regblock1[73] = 175 ;
regblock1[74] = 60 ;
regblock1[75] = 84 ;
regblock1[76] = 236 ;
regblock1[77] = 24 ;
regblock1[78] = 219 ;
regblock1[79] = 92 ;
regblock2[0] = 2 ;
regblock2[1] = 26 ;
regblock2[2] = 254 ;
regblock2[3] = 67 ;
regblock2[4] = 251 ;
regblock2[5] = 250 ;
regblock2[6] = 170 ;
regblock2[7] = 58 ;
regblock2[8] = 251 ;
regblock2[9] = 41 ;
regblock2[10] = 209 ;
regblock2[11] = 230 ;
regblock2[12] = 5 ;
regblock2[13] = 60 ;
regblock2[14] = 124 ;
regblock2[15] = 148 ;
regblock2[16] = 117 ;
regblock2[17] = 216 ;
regblock2[18] = 190 ;
regblock2[19] = 97 ;
regblock2[20] = 137 ;
regblock2[21] = 249 ;
regblock2[22] = 92 ;
regblock2[23] = 187 ;
regblock2[24] = 168 ;
regblock2[25] = 153 ;
regblock2[26] = 15 ;
regblock2[27] = 149 ;
regblock2[28] = 177 ;
regblock2[29] = 235 ;
regblock2[30] = 241 ;
regblock2[31] = 179 ;
regblock2[32] = 5 ;
regblock2[33] = 239 ;
regblock2[34] = 247 ;
regblock2[35] = 0 ;
regblock2[36] = 233 ;
regblock2[37] = 161 ;
regblock2[38] = 58 ;
regblock2[39] = 229 ;
regblock2[40] = 202 ;
regblock2[41] = 11 ;
regblock2[42] = 203 ;
regblock2[43] = 208 ;
regblock2[44] = 72 ;
regblock2[45] = 71 ;
regblock2[46] = 100 ;
regblock2[47] = 189 ;
regblock2[48] = 31 ;
regblock2[49] = 35 ;
regblock2[50] = 30 ;
regblock2[51] = 168 ;
regblock2[52] = 28 ;
regblock2[53] = 123 ;
regblock2[54] = 100 ;
regblock2[55] = 197 ;
regblock2[56] = 20 ;
regblock2[57] = 115 ;
regblock2[58] = 90 ;
regblock2[59] = 197 ;
regblock2[60] = 94 ;
regblock2[61] = 75 ;
regblock2[62] = 121 ;
regblock2[63] = 99 ;
regblock2[64] = 59 ;
regblock2[65] = 112 ;
regblock2[66] = 100 ;
regblock2[67] = 36 ;
regblock2[68] = 17 ;
regblock2[69] = 158 ;
regblock2[70] = 9 ;
regblock2[71] = 220 ;
regblock2[72] = 170 ;
regblock2[73] = 212 ;
regblock2[74] = 172 ;
regblock2[75] = 242 ;
regblock2[76] = 27 ;
regblock2[77] = 16 ;
regblock2[78] = 175 ;
regblock2[79] = 59 ;
regblock2[80] = 51 ;
regblock2[81] = 205 ;
regblock2[82] = 227 ;
regblock2[83] = 80 ;
regblock2[84] = 72 ;
regblock2[85] = 71 ;
regblock2[86] = 21 ;
regblock2[87] = 92 ;
regblock2[88] = 187 ;
regblock2[89] = 111 ;
regblock2[90] = 34 ;
regblock2[91] = 25 ;
regblock2[92] = 186 ;
regblock2[93] = 155 ;
regblock2[94] = 125 ;
regblock2[95] = 245 ;
	end	
	integer state;
	integer next_state;
	reg[8 - 1:0] amm_readdata_reg;
	reg 									amm_waitrequest_reg;
	reg[1:0] 							amm_response_reg;
	reg[8 - 1:0] address;
	reg[8 - 1:0] relative_address;
	always @ (posedge clk)
	begin
		state <= next_state;
		if(rst_n == 0)
			state <= 0;
	end
	always @(*)
	begin
	amm_readdata_reg    = 0;
	amm_waitrequest_reg = 1;
	amm_response_reg 	 = 0;
	case(state)
	0: begin
		address = 0;
		next_state = 1;
	end
	1: begin
		address = 0;
		if(amm_read == 1) begin
			address = amm_address;
			next_state = 2;
		end
	end
	2: begin
		if(amm_read == 1 && amm_address == address)
			next_state = 2 + 1;
		else
			next_state = 1;
	end
	2 + 1:  begin
		if(amm_read == 1 && amm_address == address)
			next_state = 4;
		else
			next_state = 1;
	end
	4: begin
		amm_waitrequest_reg = 0;
			if (address >= 'h0  &&  'hF >= address) begin
				amm_response_reg = 2'b00;  
				amm_readdata_reg = regblock0[address];
			end
			else
				if( address >= 'h30 && 'h7F >= address) begin
				relative_address = address - 'h30;
				amm_response_reg = 2'b00;  
				amm_readdata_reg = regblock1[relative_address];
			end 
			else
				if(address >= 'hA0 && 'hFF >= address)begin
				relative_address = address - 'hA0;
				amm_response_reg = 2'b00;  
				amm_readdata_reg= regblock2[relative_address];
			end			
			else begin
				amm_response_reg = 2'b11;  
				amm_readdata_reg = 8'b0;   
			end
		next_state = 1;	
	end
	endcase
	end
	assign amm_readdata    = amm_readdata_reg;
	assign amm_waitrequest = amm_waitrequest_reg;
	assign amm_response 	  = amm_response_reg;
endmodule
`timescale 1ns / 1ps
module alu_top(
   output [16 - 1:0] data_out,
	output valid_out,
	output cmd_out,
	input [16 - 1:0] data_in,
	input valid_in,
	input cmd_in,
	input clk,
	input rst_n
   );
	 wire 								  amm_read;
	 wire[8 - 1:0] amm_address;
	 wire[8 - 1:0] amm_readdata;
	 wire 								  amm_waitrequest;
	 wire[1:0] 							  amm_response;
	alu_regfile memory(
		.amm_read(amm_read),
		.amm_address(amm_address),
		.amm_readdata(amm_readdata),
		.amm_waitrequest(amm_waitrequest),
		.amm_response(amm_response),
		.clk(clk),
		.rst_n(rst_n)
	);
	alu alu_i(
		.data_out(data_out),
		.valid_out(valid_out),
		.cmd_out(cmd_out),
		.data_in(data_in),
		.valid_in(valid_in),
		.cmd_in(cmd_in),
		.amm_read(amm_read),
		.amm_address(amm_address),
		.amm_readdata(amm_readdata),
		.amm_waitrequest(amm_waitrequest),
		.amm_response(amm_response),
		.clk(clk),
		.rst_n(rst_n)
	);
endmodule
==> run.sh <==
#!/bin/bash
# OpenROAD 26Q1-2900-gdf79404cd8, Yosys 0.63+post, stock flow scripts
make -C /OpenROAD-flow-scripts/flow DESIGN_CONFIG=/design/flow/config.mk WORK_HOME=/design/flow/orfs finish
==> config.mk <==
export PLATFORM = sky130hd
export DESIGN_NAME = alu_top
export DESIGN_NICKNAME = alu_top
export VERILOG_FILES = /design/flow/design.v
export SDC_FILE = /design/flow/constraint.sdc
export NUM_CORES = 4
export LEC_CHECK = 1
export CORE_UTILIZATION = 30
==> constraint.sdc <==
current_design alu_top

set clk_period 1.0
set clk_io_pct 0.2

create_clock -name clk0 -period $clk_period [get_ports {clk}]

set non_clock_inputs [all_inputs -no_clocks]
set_input_delay [expr $clk_period * $clk_io_pct] -clock clk0 $non_clock_inputs
set_output_delay [expr $clk_period * $clk_io_pct] -clock clk0 [all_outputs]
==> CHANGELOG.md <==
### Metrics

* HPWL Detailed at 113,000 um
* Final Util at 33.0%
* Routing usage on met3 at 15.0%
* Yosys cell count at 4,392
* Largest type area fraction at 45.5%
* Crit-path cells: clkbuf_16 > clkbuf_16 > inv_1
* Leakage at 0.0186 uW
* Final Instance Area at 40,200 um^2
* Relative slew slack at 18.6%
* Pwr Density at 1580 nW/um^2
* Vias/cell at 6.19
* Share of cells above drive strength 1 at 9.85%
* DR iter-0 viols at 4,275
* Vias in the first global route at 33,500
* Global route total overflow at 0
* Family with the most delay on the worst path: buffers and inverters
* Final Hold Fails at 0
* WP data arrival at 810 ps
* Die Height at 353 um
* Peak fanout along the critical path at 6
* Die area at 124,000 um^2
* Io pins at 38
* Area delta synth->final at 8.82%
* Tool warnings at 86
* Setup Viol. Count Final at 0
* Placed inst area at 40,100 um^2
* Syn Inst Count at 4,392
* WP buf/inv at 3
* CTS Hold Bufs at 0
* YS chip area at 36,900 um^2
* Fin cells at 5,987
* Floorplan utilization at 30.3%
* WP data required at 840 ps
* CP Capture Type: latch
* Worst setup SP type: clock port
* Clk pin slew, worst setup/hold paths at 70 ps
* Initial antenna violation count at 14
* Met1 usage at 37.1%
* CTS tree: built
* CP most frequent cell: clkbuf_16
* Netlist cell types at 107
* Antenna-violating nets left at 0
* Largest net degree at the start of global routing at 76
* HP Class: clk2latch
* Worst-margin pin slew at 1210 ps
* Status: finished, final reports clean
* Gr usage total at 28.8%
* Yosys warning count at 33,300
* Synth cell count leaders: dlxtn_1 (1,122), and3_1 (442), nand3_1 (378), nor2_1 (240), o21ai_0 (216)
* CP max stage delay at 140 ps
* Rows at 128
* Max IR drop VDD at 2.18 mV
* Chip width at 353 um
* Fillers at 12,500
* RSZ-0062 raised after global routing: no
* CTS root buf: clkbuf_16
* Slowest cell on crit path: clkbuf_16
* Critical path type: clk2latch
* Placed Cells incl. Taps at 5,967
* Post-cts gate resize count at 0
* Cell area leaders: dlxtn_1 (45%), and3_1 (7.5%), nand3_1 (5.1%), o21ai_0 (2.9%), a2111oi_0 (2.9%)
* Grt met2 use at 39.9%
* DRT Wirelength at 180,000 um
* Routability congestion estimate at 1.06
* Post-CTS Setup Bufs at 0
* Synth area leader: dlxtn_1
* Register pins left without a clock at 1,121
* Mapped Avg Cell Area at 8.41 um^2
* Vias at 37,000
* Post-Route Setup TNS at 0 ps
* Tot Pwr at 63,400 uW
* Ys flops at 1,131
* Busiest grt layer: met2
* Global-route wire length before repair at 254,000 um
* Port Buffers at 37
* CTS max path bufs at 2
* Most frequent cell after synthesis: dlxtn_1
* Drc violations at 0
* Endpoints left unconstrained at 1,145
* Max cap viols at 0
* Wire per inst at 30.1 um
* Core area at 122,000 um^2
* H-tree levels at 1
* Commonest flop: dlxtn_1
* Max-slew violations at 0
* Pre-Repair DR Iteration Count at 6
* Mapped cell area at 36,900 um^2
* Number of enable flip-flop cells at 0
* Num CTS Buffers at 3
* Ys async rst share at 0%
-- cell type report --
type | instances | area (um^2) | area share, %
Antenna cell | 15 | 37.5 | 0.0934
Clock buffer | 4 | 78.8 | 0.196
Clock inverter | 2 | 7.51 | 0.0187
Inverter | 76 | 285 | 0.710
Multi-Input combinational cell | 2844 | 18400 | 45.8
Sequential cell | 1131 | 17000 | 42.4
Tap cell | 1625 | 2030 | 5.06
Timing Repair Buffer | 290 | 2310 | 5.74
-- worst min-delay path: stages --
cell and delay [ps]:
clkbuf_16 110, clkbuf_16 120, inv_1 30
-- worst paths after layout --
| check | start | to | slack (ps) | cells after the start |
|---|---|---|---|---|
| setup / recovery | clk | alu_i.allow[0] | 40 | 3 |
| hold / removal | clk | alu_i.allow[0] | 20 | 3 |
-- layout by cell type, fill, tap and decap left out, types with 37 or more instances in the layout --
master	n
nor4_1	57
nand2_1	199
nor2_1	235
ha_1	73
clkdlybuf4s50_1	37
a221oi_1	43
nor3_1	69
mux2i_1	41
nand4_1	138
and3_1	442
o21ai_0	167
a2111oi_0	121
buf_4	250
nand3_1	378
xnor2_1	48
dlxtn_1	1118
a21oi_1	171
inv_1	73
-- cell families after synthesis --
family	count (synthesis)	synth area share [%]
buf+inv	417	4.99
flops	9	0.488
mux	68	2.38
compound gates	900	16.7
simple gates	1739	25.8
latches	1122	45.5
fa+ha+maj	74	2.53
xor+xnor	63	1.49
-- registers in the layout, summed over array words and instances (netlist names) --
name	count
memory.address	8
alu_i.rez	16
alu_i.head_out	5
alu_i.cmd_out	1
memory.state	3
alu_i.operatie	4
alu_i.payload	16
alu_i.amm_address	8
alu_i.amm_read	1
alu_i.valid_out	1
alu_i.numar_val	6
alu_i.data_out	16
alu_i.allow	1
memory.next_state	3
alu_i.i	6
alu_i.date	1024
alu_i.next_state	6
alu_i.state	6
-- per-layer routing --
metal / vias up / wire length, um / part of all wire, %
li1: 16000 / - / -
met1: 17600 / 67200 / 37
met2: 2803 / 73500 / 41
met3: 619 / 28500 / 16
met4: 18 / 10600 / 5.9
met5: - / 133 / 0.074
-- report_power, final --
part | total, uW | switching [uW] | internal, uW
Combinational | 48000 | 34100 | 13900
Clock | 755 | 204 | 552
Sequential | 14700 | 2880 | 11800
-- stage by stage --
| step | setup WS (ps) | hold slack, ps |
|---|---|---|
| 2_1_floorplan | 0 | 125 |
| 3_3_place_gp | 0 | 125 |
| 3_5_place_dp | 0 | 125 |
| 4_1_cts | 34.1 | 24.7 |
| 5_1_grt | 39.5 | 2.50 |
| 6_report | 35.1 | 19.5 |
Power figures rest on the tool's default switching activity, not on a simulated workload.
